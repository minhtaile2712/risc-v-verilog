[flow/run.sh]
#!/bin/bash
# OpenROAD 26Q1-2900-gdf79404cd8, Yosys 0.63+post, stock flow scripts
make -C /OpenROAD-flow-scripts/flow DESIGN_CONFIG=/design/flow/config.mk WORK_HOME=/design/flow/orfs finish
[flow/config.mk]
export PLATFORM = sky130hd
export DESIGN_NAME = register_bank
export DESIGN_NICKNAME = register_bank
export VERILOG_FILES = /design/flow/design.v
export SDC_FILE = /design/flow/constraint.sdc
export NUM_CORES = 4
export LEC_CHECK = 1
export CORE_UTILIZATION = 40
[flow/constraint.sdc]
current_design register_bank

set clk_period 7.5
set clk_io_pct 0.2

create_clock -name clk0 -period $clk_period [get_ports {clk}]

set non_clock_inputs [all_inputs -no_clocks]
set_input_delay [expr $clk_period * $clk_io_pct] -clock clk0 $non_clock_inputs
set_output_delay [expr $clk_period * $clk_io_pct] -clock clk0 [all_outputs]
[flow/design.v]
module register_bank (clk, regfilemux_sel, inst, wb_out, rs1_out, rs2_out);
input clk, regfilemux_sel;
input [31:0] inst, wb_out;
output [31:0] rs1_out, rs2_out;
wire [4:0] rsd = inst[11:7], rs1 = inst[19:15], rs2 = inst[24:20];
reg [31:0] registers[0:31];
assign rs1_out = registers[rs1];
assign rs2_out = registers[rs2];
always @(posedge clk) begin
    if (regfilemux_sel)
        if (rsd != 0)
            registers[rsd] <= wb_out;
end
integer i;
initial begin
    for (i = 0; i < 32; i = i + 1) registers[i] = 0;
end
endmodule
==> results.yml <==
# implementation run metrics
yosys:
  top_cells_by_area: "edfxtp_1 (63%), mux2i_1 (21%), a22oi_1 (3.0%), a22o_1 (2.3%), nand3_1 (2.0%)"
  ys_ff: 1024
  yosys_area_um2: 48760
  ys_warn_count: 1
  synthCells: 3386
  synth-seq-area-share: 0.6307
  yosys-stat-cells: 3386
  synthDistinctLibCells: 24
  syn_avg_cell_area_um2: 14.40
  top_area_frac: 0.6307
  synth_area_um2: 48760
  yosys.area.top_type: "edfxtp_1"
place:
  io_buffers: 112
  placed_cells: 5032
  gp_congestion: 0.8659
  dpl_cell_area_um2: 52100
  hpwlAfterDp_um: 83270
pwr:
  leakage_nw: 20.36
  p_clk_frac: 0.405
  switching_share: 0.2321
  seqPwrFrac: 0.502
  p_int_mw: 9.813
  power_frac_comb: 0.093
  max-vdd-ir-drop_v: 0.0001806
  power_density_nw_per_um2: 230.2
  switchingPower_mw: 2.966
setup_path:
  critPathMaxFanout: 23
  crit_path_cell_trace: "clkdlybuf4s50_1, nor2b_4, buf_4, a22oi_1, a31oi_1, nand3_1, clkdlybuf4s50_1"
  crit_path_top_delay_cell: "nor2b_4"
  end_kind: "primary output"
  slowest_delay_ns: 0.84
  cp_data_arrival_time_ns: 4.76
  cp_common_cell: "clkdlybuf4s50_1"
  critPathKind: "in -> out"
  worstSetupStartpointType: "input port"
  cp.required_ns: 6.00
timing:
  tightestPinTransition_ns: 0.9849
  finalHoldViolCount: 0
  slew_headroom: 0.3420
  max_freq_mhz: 159.7
  finalSetupTns_ns: 0
  setup_viol: 0
  post-route-min-period_ns: 6.260
  rsz0062_at_grt: "no"
  period_used_share: 0.8347
  drv_slew: 0
clocking:
  clk_path_buf_depth: 3
  cts_resized: 0
  clock-sinks: 1024
  h-tree-depth: 3
  cts-buffers-inserted: 106
  clk_pin_slew_ns: 0.06
  cts_tree: "yes"
  cts-root-buf: "clkbuf_16"
  hold_buffers: 0
  cts_setup_buffers: 0
die:
  die_h_um: 351.1
  rows: 127
  fp-utilization: 0.4048
  die_w_um: 351.1
  die-area_um2: 123300
  core_um2: 120400
  io_pins: 130
worst_hold_path:
  hp-class: "in -> reg"
  hold_path_depth: 2
  hold_end: "registers[26][1]"
  min_from: "wb_out[1]"
drt:
  routed_wl_um: 148600
  via_per_inst: 5.867
  routed-via-count: 30670
  dr.first_iter.drc_count: 1784
  ant_nets: 0
  wl_per_cell_um: 28.43
  drtPass1Iterations: 6
  drc: 0
layout:
  seqCellArea_um2: 30750
  n_fill_cell: 10480
  mostFrequentLayoutCells: "mux2i_1 (1024), edfxtp_1 (1024), nand3_1 (194)"
  largest_reg_flops: 1024
  logic_area_um2: 16890
  final_core_util: 0.4608
  reg_top3: "registers: 1024 flops"
  regMostFlops: "registers"
  drive_gt1_frac: 0.09574
  stdcell_area_um2: 55500
  final_cell_count_no_fill: 5228
  syn_to_final_growth_pct: 13.83
grt:
  grt_usage: 0.2582
  grt_pass1_vias: 31360
  grt_pass1_wl_um: 209200
  grt_overflow: 0
  antenna_found_initial: 8
  grt_max_degree: 87
status:
  status: "completed"
flow_run:
  drv_cap: 0
  warnings: 43
synth_stat cells, drive strengths merged:
cell type  count
edfxtp      1024
mux2i       1024
nand2        195
nand3        194
a21oi        192
a22oi        192
buf          167
a22o         128
clkbuf        86
a31oi         64
nor3          64
nor2          34
nand3b         5
nand2b         4
nor2b          4
or3b           3
and2           2
or2            2
conb           1
or3            1
per-stage QoR:
| step | setup slack [ns] | power [mW] | hold WS (ns) |
|---|---|---|---|
| after floorplan | 3.445 | 7.197 | 1.599 |
| after global placement | 1.330 | 7.712 | 2.327 |
| after detailed placement | 1.310 | 7.717 | 2.329 |
| after CTS | 1.299 | 12.84 | 1.605 |
| after global routing | 1.156 | 13.14 | 1.640 |
| final | 1.240 | 12.78 | 1.629 |
cell type report:
| class | count | share of cell area |
|---|---|---|
| Clock buffer | 128 | 0.05005 |
| Timing Repair Buffer | 256 | 0.04414 |
| Multi-Input combinational cell | 2140 | 0.3043 |
| Sequential cell | 1024 | 0.5540 |
| Clock inverter | 66 | 0.01107 |
| Antenna cell | 2 | 0.00009018 |
| Tap cell | 1612 | 0.03634 |
per-layer routing:
metal / routed length, um / global-route usage / vias up
met4: 5804 / 0.07995 / 14
li1: - / - / 13650
met5: 87 / 0 / -
met1: 51180 / 0.3093 / 15030
met2: 70300 / 0.3939 / 1669
met3: 21260 / 0.1604 / 311
logic make-up after synthesis:
kind of cell,after synthesis,share of synthesized area
and+or+nand+nor,508,0.04709
other,1,0.00007691
muxes,1024,0.2102
DFF,1024,0.6307
AOI/OAI and AO/OA,576,0.08048
buffers and inverters,253,0.03146
how the worst max path moves through the flow:
| stage | slack, ns | cells after the start | end | startpoint |
|---|---|---|---|---|
| CTS | 1.30 | 7 | rs1_out[8] | inst[15] |
| global route | 1.16 | 8 | rs1_out[28] | inst[15] |
| finish | 1.24 | 7 | rs1_out[8] | inst[15] |
power by group through the flow:
stage | logic, mW | registers [mW] | clock network (mW)
after CTS | 1.19 | 6.41 | 5.24
after global routing | 1.27 | 6.42 | 5.45
final | 1.19 | 6.41 | 5.17
worst max-delay path, delay by kind of cell:
family / cells / cell delay, ns
and+or+nand+nor: 2 / 1.10
AOI/OAI and AO/OA: 2 / 0.45
buffers and inverters: 3 / 1.68
Power and IR drop assume default switching activity.
