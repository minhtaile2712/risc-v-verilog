--- ./run.sh ---
#!/bin/bash
# OpenROAD 26Q1-2900-gdf79404cd8, Yosys 0.63+post, stock flow scripts
make -C /OpenROAD-flow-scripts/flow DESIGN_CONFIG=/design/flow/config.mk WORK_HOME=/design/flow/orfs finish
--- ./config.mk ---
export PLATFORM = sky130hd
export DESIGN_NAME = controll_unit
export DESIGN_NICKNAME = controll_unit
export VERILOG_FILES = /design/flow/design.v
export SDC_FILE = /design/flow/constraint.sdc
export NUM_CORES = 4
export LEC_CHECK = 1
export CORE_AREA = 10 10 70 70
export DIE_AREA = 0 0 80 80
--- ./constraint.sdc ---
current_design controll_unit

set clk_period 2.1
set clk_io_pct 0.2

create_clock -name clk0 -period $clk_period

set non_clock_inputs [all_inputs -no_clocks]
set_input_delay [expr $clk_period * $clk_io_pct] -clock clk0 $non_clock_inputs
set_output_delay [expr $clk_period * $clk_io_pct] -clock clk0 [all_outputs]
--- ./design.v ---
module  controll_unit (inst, br_eq, br_lt, pcmux_sel, imm_sel, regfilemux_sel, cmpop, alumux1_sel, alumux2_sel, aluop, dmem_sel, wbmux_sel);
input [31:0] inst;
input br_eq, br_lt;
output pcmux_sel, regfilemux_sel, cmpop, alumux1_sel, alumux2_sel, dmem_sel;
output [2:0] imm_sel;
output [3:0] aluop;
output [1:0] wbmux_sel;
wire [14:0] controll_word;
wire funct7 = inst[30];
wire [2:0] funct3 = inst[14:12];
wire [4:0] opcode = inst[6:2];
assign
    pcmux_sel = controll_word[14],
    imm_sel = controll_word[13:11],
    regfilemux_sel = controll_word[10],
    cmpop = controll_word[9],
    alumux1_sel = controll_word[8],
    alumux2_sel = controll_word[7],
    aluop = controll_word[6:3],
    dmem_sel = controll_word[2],
    wbmux_sel = controll_word[1:0];
assign controll_word =
    (opcode == 5'b01101)? 15'b001110011001001 :  
    (opcode == 5'b00101) ? 15'b001110110001001 :  
    (opcode == 5'b11011) ? 15'b110010110001010 :  
    (opcode == 5'b11001) ? (
        (funct3 == 3'b000) ? 15'b100010010000010 : 0) :  
    (opcode == 5'b11000) ? (
        (funct3 == 3'b000) ? {br_eq, 14'b01000110001000} :  
        (funct3 == 3'b001) ? {~br_eq, 14'b01000110001000} :  
        (funct3 == 3'b100) ? {br_lt, 14'b01001110001000} :  
        (funct3 == 3'b101) ? {~br_lt, 14'b01001110001000} :  
        (funct3 == 3'b110) ? {br_lt, 14'b01000110001000} :  
        (funct3 == 3'b111) ? {~br_lt, 14'b01000110001000} : 0) :  
    (opcode == 5'b00000) ? (
        (funct3 == 3'b000) ? 15'b000010010001000 :  
        (funct3 == 3'b001) ? 15'b000010010001000 :  
        (funct3 == 3'b010) ? 15'b000010010001000 :  
        (funct3 == 3'b100) ? 15'b000010010001000 :  
        (funct3 == 3'b101) ? 15'b000010010001000 : 0) :  
    (opcode == 5'b01000) ? (
        (funct3 == 3'b000) ? 15'b000100010001100 :  
        (funct3 == 3'b001) ? 15'b000100010001100 :  
        (funct3 == 3'b010) ? 15'b000100010001100 : 0) :  
    (opcode == 5'b00100) ? (
        (funct3 == 3'b000) ? 15'b000010010001001 :  
        (funct3 == 3'b010) ? 15'b000010011010001 :  
        (funct3 == 3'b011) ? 15'b000010011011001 :  
        (funct3 == 3'b100) ? 15'b000010010101001 :  
        (funct3 == 3'b110) ? 15'b000010010100001 :  
        (funct3 == 3'b111) ? 15'b000010010011001 :  
        (funct3 == 3'b001) ? (
            (funct7 == 0) ? 15'b000010010110001 : 0) :  
        (funct3 == 3'b101) ? (
            (funct7 == 0) ? 15'b000010010111001 :  
                         15'b000010011000001) : 0) :  
    (opcode == 5'b01100) ? (
        (funct3 == 3'b000) ? (
            (funct7 == 0) ? 15'b000010000001001 :  
                         15'b000010000010001) :  
        (funct3 == 3'b001) ? 15'b000010000110001 :  
        (funct3 == 3'b010) ? 15'b000010001010001 :  
        (funct3 == 3'b011) ? 15'b000010001011001 :  
        (funct3 == 3'b100) ? 15'b000010000101001 :  
        (funct3 == 3'b101) ? (
            (funct7 == 0) ? 15'b000010000111001 :  
                         15'b000010001000001) :  
        (funct3 == 3'b110) ? 15'b000010000100001 :  
        (funct3 == 3'b111) ? 15'b000010000011001 : 0) : 0;  
endmodule
==> flow_summary_export.csv <==
group,metric,value,unit
drt,insertedDiodeCount,0,
synth,yosysSeqAreaShare,0,%
drt,drtPass1Iterations,4,
timing,period_needed,2.05,ns
placed_design,dp_hpwl,1510,µm
floorplanning,fp_util,12.2,%
worst_setup_path,crit_buf_inv,3,
drt,drtIter0Drc,18,
drt,postRouteWirelength,1900,µm
placed_design,dpl_worst_slack,-0.567,ns
layout,layout_top_cell,"buf_4",
floorplanning,chip_area,6400,µm²
worst_setup_path,crit_top_cell,"buf_4",
layout,final_cell_mix,"buf_4, clkdlybuf4s50_1, dlygate4sd2_1",
floorplanning,fp.dieW,80,µm
worst_setup_path,crit_fanout,10,
job,warning_count,56,
drt,num_vias,641,
drt,dr.max_layer_used,"met3",
drt,route.met3.wl,137,µm
job,maxCapViolations,0,
worst_setup_path,required,1.68,ns
floorplanning,boundaryPins,49,
layout,seq_cells,0,
worst_setup_path,max_stage_delay,0.37,ns
synth,synthesis.instances,60,
layout,instances_no_fill,157,
placed_design,placement.io_buffers,26,
worst_setup_path,cp_data_arrival_time,1.63,ns
drt,wl_met1,903,µm
worst_setup_path,critPathLaunch,"inst[13]",
timing,rsz0062_at_grt,"false",
layout,regArea,0,µm²
drt,avgViaCountPerCell,4.08,
layout,drive_above_1_share,49.5,%
pwr,p_leak,0.520,nW
synth,synth_area,418,µm²
global_route,antenna_found_initial,0,
pwr,pwr_density_cell,144,nW/µm²
global_route,grt_pass1_wl,3160,µm
global_route,grt_pass1_vias,663,
worst_setup_path,cp_cell_sequence,"buf_4 -> nand2b_4 -> or3_4 -> buf_4 -> nand3_2 -> nand4_1 -> dlygate4sd2_1",
worst_setup_path,cp_top_family,"simple AND/OR/NAND/NOR gates",
worst_setup_path,cp-start-kind,"primary input",
timing,worstMarginPinSlew,0.310,ns
worst_setup_path,endpoint_kind,"primary output",
drt,dr_wl_met2,854,µm
timing,setup_violations,0,
timing,maxSlewViolCount,0,
status,status,"complete, no violations",
synth,ys_cells,60,
floorplanning,rows,21,
hold_path,min_from,"inst[2]",
layout,final_cell_area,928,µm²
drt,wl_per_cell,12.1,µm
floorplanning,die_h,80,µm
synth,synth_warnings,0,
cts,hold_buffers,0,
placed_design,finalWeightedCongestion,0.842,
worst_setup_path,crit_type,"in2out",
timing,hold_viol_final,0,
worst_setup_path,cp_slowest_cell,"or3_4",
drt,ant_nets,0,
hold_path,min_path_type,"in2out",
layout,area_growth,122,%
timing,slew_headroom,79.3,%
timing,postLayoutSetupSlackWorst,0.0454,ns
global_route,grt_overflow,0,
floorplanning,core,3420,µm²
timing,fmax,0.487,GHz
synth,ys_area,418,µm²
synth,synth.distinct_cells,36,
placed_design,place_inst,149,
pwr,max-vdd-ir-drop,0.0000527,V
global_route,track_usage,5.91,%
timing,fin_crit_sh,97.8,%
placed_design,place_area,862,µm²
drt,drc,0,
synth,synth_area_per_cell,6.97,µm²
layout,final_util,27.2,%
layout,n_clock_buffer,0,
global_route,grt_max_degree,11,
==> tightest hold or removal path, stage by stage <==
cell            delay, ns
buf_6                0.11
nand3b_1             0.15
nand2_1              0.11
dlymetal6s2s_1       0.09
==> per-layer routing <==
layer	track usage [%]	vias up
met4	0	0
met5	0	-
met2	9.47	20
li1	-	321
met3	1.48	0
met1	8.24	300
==> logic make-up (layout without fill, tap and decap cells) <==
kind of cell | after synthesis | count (layout) | share of synthesized area [%]
buffers and inverters | 7 | 58 | 10.2
muxes | 1 | 1 | 2.40
xor gates and xnor gates | 2 | 2 | 4.19
and+or+nand+nor | 32 | 32 | 56.6
AOI/OAI and AO/OA | 18 | 18 | 26.6
==> where the power goes <==
| part | total (mW) | internal, mW | switching [mW] |
|---|---|---|---|
| Combinational | 0.133 | 0.0782 | 0.0550 |
| Clock | 0 | 0 | 0 |
| Sequential | 0 | 0 | 0 |
==> synth_stat cells (2+ instances only) <==
library cell / n / area [µm²]
inv_1: 3 / 11.3
a21oi_1: 5 / 25.0
buf_4: 2 / 15.0
o21ai_0: 5 / 25.0
nand2b_1: 2 / 12.5
nand2_1: 4 / 15.0
a31oi_1: 2 / 12.5
nor2_1: 4 / 15.0
nand4_1: 3 / 18.8
o21ai_2: 2 / 17.5
nor3_1: 3 / 15.0
==> timing repair <==
| item | in CTS | in global routing |
|---|---|---|
| endpoints found under the hold margin | 0 | 0 |
| endpoints found under the setup margin | 15 | 8 |
| resized | 54 | 15 |
| pin swaps | 10 | 8 |
| setup buffers | 8 | 2 |
==> per-stage QoR <==
stage	hold WS [ns]	power, mW	TNS [ns]
floorplan	0.921	0.0486	0
global placement	2.04	0.125	-6.66
detailed placement	2.06	0.127	-6.94
CTS	1.39	0.129	-0.119
global route	1.34	0.147	0
finish	1.29	0.133	0
==> final timing paths <==
path	cells past startpoint	slack (ns)	endpoint
setup / recovery	7	0.05	alumux2_sel
hold / removal	4	1.29	wbmux_sel[0]
==> final cells by class <==
cell class	count	area, µm²
Fill cell	374	2490
Timing Repair Buffer	55	450
Multi-Input combinational cell	53	409
Tap cell	46	57.6
Inverter	3	11.3
Power is estimated from default activity; no workload was simulated.
